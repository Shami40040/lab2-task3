===== design/flow/run.sh =====
#!/bin/bash
# OpenROAD 26Q1-2900-gdf79404cd8, Yosys 0.63+post, stock flow scripts
make -C /OpenROAD-flow-scripts/flow DESIGN_CONFIG=/design/flow/config.mk WORK_HOME=/design/flow/orfs finish

===== design/flow/config.mk =====
export PLATFORM = sky130hd
export DESIGN_NAME = Top_level
export DESIGN_NICKNAME = Top_level
export VERILOG_FILES = /design/flow/design.v
export SDC_FILE = /design/flow/constraint.sdc
export NUM_CORES = 4
export LEC_CHECK = 1
export CORE_UTILIZATION = 40

===== design/flow/constraint.sdc =====
current_design Top_level

set clk_period 4.1
set clk_io_pct 0.2

create_clock -name clk0 -period $clk_period [get_ports {clock_in}]

set non_clock_inputs [all_inputs -no_clocks]
set_input_delay [expr $clk_period * $clk_io_pct] -clock clk0 $non_clock_inputs
set_output_delay [expr $clk_period * $clk_io_pct] -clock clk0 [all_outputs]

===== design/flow/design.v =====
module Blinky_10Hz(clock_in, clock_out);
 input clock_in;  
 output clock_out;  
 reg [31:0] counter_out;  
 reg clock_out;  
 initial begin
 counter_out<=32'h00000000;  
 clock_out<=0;
 end
 always @(posedge clock_in)
 begin
 counter_out<=counter_out + 32'h00000001;  
 if (counter_out>32'h989680)  
 begin
 counter_out<=32'h00000000;  
 clock_out <= ~clock_out;  
 end
 end
 endmodule
module Blinky_1Hz(clock_in, clock_out);
 input clock_in;  
 output clock_out;  
 reg [31:0] counter_out;  
 reg clock_out;  
 initial begin
 counter_out<=32'h00000000;  
 clock_out<=0;
 end
 always @(posedge clock_in)
 begin
 counter_out<=counter_out + 32'h00000001;  
 if (counter_out>32'h5F5E100)  
 begin
 counter_out<=32'h00000000;  
 clock_out <= ~clock_out;  
 end
 end
 endmodule
module Blinky_20Hz(clock_in, clock_out);
 input clock_in;  
 output clock_out;  
 reg [31:0] counter_out;  
 reg clock_out;  
 initial begin
 counter_out<=32'h00000000;  
 clock_out<=0;
 end
 always @(posedge clock_in)
 begin
 counter_out<=counter_out + 32'h00000001;  
 if (counter_out>32'h4C4B40)  
 begin
 counter_out<=32'h00000000;  
 clock_out <= ~clock_out;  
 end
 end
 endmodule
module Blinky_5Hz(clock_in, clock_out);
 input clock_in;  
 output clock_out;  
 reg [31:0] counter_out;  
 reg clock_out;  
 initial begin
 counter_out<=32'h00000000;  
 clock_out<=0;
 end
 always @(posedge clock_in)
 begin
 counter_out<=counter_out + 32'h00000001;  
 if (counter_out>32'h1312D00)  
 begin
 counter_out<=32'h00000000;  
 clock_out <= ~clock_out;  
 end
 end
 endmodule
module Top_level(clock_in, SW, LED);
input clock_in;
input [1:0] SW;
output [15:0] LED;
Blinky_1Hz inst0(clock_in, clock_out_1);
Blinky_5Hz inst1(clock_in, clock_out_5);
Blinky_10Hz inst2(clock_in, clock_out_10);
Blinky_20Hz inst3(clock_in, clock_out_20);
and and1(clock_out_11, clock_out_1, ~SW[0], ~SW[1]);
and and2(clock_out_55, clock_out_5, ~SW[0], SW[1]);
and and3(clock_out_1010, clock_out_10, SW[0], ~SW[1]);
and and4(clock_out_2020, clock_out_20, SW[0], SW[1]);
connecter c0(clock_out_11, LED[0], LED[1], LED[2], LED[3]);
connecter c1(clock_out_55, LED[4], LED[5], LED[6], LED[7]);
connecter c2(clock_out_1010, LED[8], LED[9], LED[10], LED[11]);
connecter c3(clock_out_2020, LED[12], LED[13], LED[14], LED[15]);
endmodule
module connecter(In,out0,out1,out2,out3);
input In;
output out0,out1,out2,out3;
buf buf0(out0,In);
buf buf1(out1,In);
buf buf2(out2,In);
buf buf3(out3,In);
endmodule

==> results.toml <==
# generated from flow reports
[final_layout]
final_cells = 840
layout-drive-gt1-share_pct = 9.639
stdcell_area_um2 = 6586
area_growth_pct = 17.00
nFillCells = 1188

[yosys]
ys_cells = 611
yosysWarnings = 12
yosys_area_um2 = 5629
synthFlopType = "dfxtp_1"
netlist_instances = 611
aoi_share_pct = 2.956
synth-xor-area-share_pct = 13.69
synth.comb.largest_family = "simple AND/OR/NAND/NOR gates"
yosysTopAreaCell = "dfxtp_1"
synthArstFlopShare_pct = 0
yosysTopAreaCellShare_pct = 45.52
synth_area_per_cell_um2 = 9.213
yosysSeqAreaShare_pct = 47.66
ys_ff = 132
ys_sh_simple_pct = 28.45
synth_area_um2 = 5629
topCellsByArea = "dfxtp_1 (46%), xor2_1 (7.6%), nor2_1 (7.1%), xnor2_1 (6.1%), nand3_1 (3.7%)"
synth-edff-count = 4
fa_ha_area_share_pct = 1.778
synth_cell_types = 51
synth.area.mux_share_pct = 0

[grt]
grt_pass1_vias = 3690
grt_max_degree = 26
top_usage_layer = "met2"
grtUsageTotal_pct = 14.01
grt_use_met3_pct = 3.131
grt_pass1_wl_um = 16490
use_met1_pct = 21.09
grtUsageMet2_pct = 21.62
antenna_found_initial = 0
overflow = 0

[floorplan]
floorplanUtilization_pct = 41.68
core_area_um2 = 13510
num_rows = 42
die-width_um = 120.6
die_y_um = 120.6
chip_area_um2 = 14550
io_pins = 19

[clock_network]
clkTransAtPathRegs_ns = 0.05
cts_tree = "done"
htreeDepth = 4
post_cts_buffers = 0
clock_latency_ns = 0.41
clock_sinks = 132
numCtsBuffers = 17
cts_hold_buf = 0
cts-root-buf = "clkbuf_16"
cts_resized = 0
cts_max_path_buffers = 2

[power_and_ir_drop]
p_leak_nw = 2.204
peakVddDrop_uv = 333.8
powerDensity_nw_per_um2 = 450.4

[sta]
period_minus_slack_ns = 3.097
rsz0062_at_grt = "false"
relSlewSlack_pct = 43.98
fin_ws_ns = 1.003
maxSlewViolCount = 0
final-hold-violation-count = 0
setup_viol_count_final = 0
fmax_mhz = 322.9
tns_ns = 0
worstMarginPinSlew_ns = 0.8339
finalCritPeriodShare_pct = 75.54
skew_ns = 0.008764

[setup_path]
timing_worst_setup_path_type = "input port to primary output"
critPathLaunchType = "input port"
ff2ff_path_depth = 5
crit_fanout = 4
rr_startpoint = "inst1.counter_out[18]$_SDFF_PN0_"
r2r_setup_slack_ns = 1.94
critical_path_required_ns = 3.28
critPathArrivalTime_ns = 2.28
endpoint_kind = "primary output"
rr_endpoint = "inst1.clock_out$_DFFE_PN_"

[job]
warnings = 29
cap_violations = 0

[place]
dp_hpwl_um = 6101
gp_congestion = 0.8304
post-place-cells = 808
placed_cell_area_um2 = 5943
dp_slack_ns = 0.9727
portBuffers = 18

[drt]
routed-via-count = 4046
drc_errors = 0
viasPerCell = 4.817
totalWireLength_um = 9344
antenna_cells = 0
ant_nets = 0
drtIter0Drc = 166
drt-pass1-iter-count = 4
routedWlPerCell_um = 11.12

[hold_path]
hp-class = "register to register"
hold_end = "inst3.counter_out[0]$_SDFF_PN0_"
hold_depth = 1
hp-start = "inst3.counter_out[0]$_SDFF_PN0_"

[outcome]
outcome = "completed"
-- Yosys cell counts, drive strengths merged (2+ instances only) --
cell / number
nor2b: 2
nor4b: 5
nand4b: 2
nand3: 42
inv: 22
and4: 8
nor3: 17
clkbuf: 5
edfxtp: 4
a211o: 2
nand4: 26
dfxtp: 128
xor2: 49
nand3b: 2
or4: 2
o21ai: 5
nor4: 16
buf: 24
and3: 17
nor2: 125
ha: 8
xnor2: 39
nand2: 36
a21oi: 7
a31oi: 2
-- registers in the layout, summed over array words and instances (netlist names) --
register / flops
inst0.clock_out: 1
inst0.counter_out: 32
inst1.clock_out: 1
inst1.counter_out: 32
inst2.clock_out: 1
inst2.counter_out: 32
inst3.clock_out: 1
inst3.counter_out: 32
-- routing by layer --
layer  vias up  wire length [um]
met3        11               299
met4         0               146
met1      1880              4834
met5         -                 0
met2        45              4063
li1       2110                 -
-- layout by cell type (no fill, tap or decap), drive strengths merged, types with 18 or more instances in the layout --
cell / count
nand3: 42
dfxtp: 128
clkbuf: 20
clkdlybuf4s50: 18
nand2: 36
inv: 23
xnor2: 39
conb: 29
nand4: 26
xor2: 49
nor2: 125
-- through the flow --
stage	total power [W]	hold WS, ns	util (%)
after floorplan	0.001367	0.4299	-
after global placement	0.001381	0.4433	44.01
after detailed placement	0.001382	0.4600	44.01
after CTS	0.002994	0.4717	48.77
after global routing	0.003060	0.4849	48.77
final	0.002967	0.4659	48.77
-- how the worst max path moves through the flow --
stage,start,slack [ns],endpoint
4_1_cts,SW[0],0.96,LED[10]
5_1_grt,SW[1],0.89,LED[5]
6_report,SW[0],1.00,LED[10]
-- logic make-up after synthesis --
kind of cell	Yosys count
other	1
flip-flops	132
XOR/XNOR	88
adder cells (fa/ha/maj)	8
AND/OR/NAND/NOR	308
AND-OR/OR-AND	23
buffers and inverters	51
-- final cells by class --
type / instances / area [um2] / area share [%]
sequential: 132 / 2683 / 40.73
timing repair buffer: 22 / 210.2 / 3.191
clock buffer: 20 / 467.9 / 7.105
multi-input combinational: 456 / 2748 / 41.72
inverter: 22 / 82.58 / 1.254
tap: 176 / 220.2 / 3.343
clock inverter: 12 / 175.2 / 2.660
-- worst max-delay path, cell delays in order --
cell and delay, ns:
clkdlybuf4s50_1 0.54, nand2_1 0.07, nor2_1 0.31, clkdlybuf4s50_1 0.54
-- power by group --
| part | switching (W) | internal, W |
|---|---|---|
| combinational | 0.0000135 | 0.0000234 |
| sequential | 0.00000571 | 0.00131 |
| clock | 0.000545 | 0.00107 |
| total | 0.000564 | 0.00240 |
Power and IR drop assume default switching activity.
